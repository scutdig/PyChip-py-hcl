$ cat ./run.sh
#!/bin/bash
# OpenROAD 26Q1-2900-gdf79404cd8, Yosys 0.63+post, stock flow scripts
make -C /OpenROAD-flow-scripts/flow DESIGN_CONFIG=/design/flow/config.mk WORK_HOME=/design/flow/orfs finish
$ cat ./config.mk
export PLATFORM = sky130hd
export DESIGN_NAME = Top
export DESIGN_NICKNAME = Top
export VERILOG_FILES = /design/flow/design.v
export SDC_FILE = /design/flow/constraint.sdc
export NUM_CORES = 4
export LEC_CHECK = 1
export CORE_AREA = 10 10 85 85
export DIE_AREA = 0 0 95 95
$ cat ./constraint.sdc
current_design Top

set clk_period 18.1
set clk_io_pct 0.2

create_clock -name clk0 -period $clk_period

set non_clock_inputs [all_inputs -no_clocks]
set_input_delay [expr $clk_period * $clk_io_pct] -clock clk0 $non_clock_inputs
set_output_delay [expr $clk_period * $clk_io_pct] -clock clk0 [all_outputs]
$ cat ./design.v
module Top(
  input         clock,
  input         reset,
  input  [31:0] io_a,
  input  [31:0] io_b,
  output [31:0] io_c
);
  wire [32:0] _GEN_0 = io_a + io_b;
  assign io_c = _GEN_0[31:0];
endmodule
==> metrics.cfg <==
[run_status]
status=finished clean

[routing]
drt_pre_antenna_iters=4
n_antenna_cell=0
num_vias=2020
viasPerCell=5.08
wl_microns=5750
wl_per_cell_microns=14.5
ant_nets=0
drc=0
drt-initial-drc-count=50

[floorplanning]
row_count=27
die_w_microns=95
ioPinCount=98
die_area_sq_mm=0.00903
core_area_sq_mm=0.00547
core_util_floorplan=0.319
die_h_microns=95

[job]
cap_violations=0
tool_warnings=34

[timing]
rsz0062_at_grt=no
worstMarginPinSlew_ns=0.554
holdWs_ns=8.27
setup_tns_ns=0
slew_viol_final=0
min_period_ns=10.21
hold_viol_final=0
maxSlewHeadroom=0.621
max_freq_mhz=98.0
period_used_share=0.564
setup_viol_count_final=0

[min_path]
worstHoldEndpoint=io_c[0]
whs_path_depth=3
hold_path.class=in -> out
holdCritStartpoint=io_b[0]

[place]
dp_hpwl_microns=5080
port_buffers=96
placed_cells=398
gp_congestion=0.906

[clock_network]
cts_resized=0
post_cts.repair.setup_buffers=0
cts_hold_buf=0

[worst_setup_path]
critical_path_class=in -> out
start_kind=input port
cp.arrival_ns=6.59
cp.required_ns=14.48
crit_path_max_fanout=4
cp-end-kind=output port

[power_and_ir_drop]
internal_power_uw=64.2
p_sw_uw=41.8
p_clk_frac=0
ir_drop_mv=0.0187
p_seq_frac=0
p_comb_frac=1.000
p_sw_frac=0.394
power.density_mw_per_mm2=38.5
leakagePower_uw=0.00118

[finish]
seqCellArea_sq_um=0
syn_to_final_growth_pct=57.7
nClkBuffers=0
drive_gt1_frac=0.0307
final_cells=398
seq_cells=0

[synth]
yosysSeqAreaShare=0
ys_cells=241
ys_types=50
yosysWarnings=0
synth_area_per_cell_sq_um=7.24
syn_area_sq_mm=0.00174
ys_chip_area_sq_mm=0.00174
synthCells=241

[global_routing]
grt_pass1_vias=1989
antenna_found_initial=0
grt_max_degree=11
grt_pass1_wl_microns=9400
track_usage=0.122
grt.overflow.total=0

[worst max-delay path, stage by stage]
cell and delay (ns):
clkdlybuf4s50_1 0.40, ha_1 0.24, fa_1 0.41, a21o_1 0.22, a31o_2 0.28, nand3_1 0.08, o221ai_1 0.23, a311oi_1 0.35
o21bai_1 0.10, xor2_1 0.15, clkdlybuf4s50_1 0.49
[per-layer routing]
layer,wire length [microns],GRT usage,part of all wire,vias to the layer above
met4,17,0.00623,0.0030,0
li1,-,-,-,1091
met5,0,0,0,-
met1,2800,0.164,0.49,871
met3,445,0.0272,0.077,2
met2,2500,0.205,0.43,56
[power by group through the flow]
| stage | clock (uW) | sequential (uW) | combinational (uW) |
|---|---|---|---|
| finish | 0 | 0 | 106 |
| CTS | 0 | 0 | 108 |
| global route | 0 | 0 | 118 |
[layout make-up]
class	count	area, sq um
fill	571	2720
inverter	6	22.5
multi-input combinational	224	1680
tap	72	90.1
timing repair buffer	96	961
[synthesized netlist by cell type, drive strengths merged, types with 2 or more instances]
cell type	number	area [sq um]
a21oi	29	145
nand2b	2	12.5
ha	31	388
inv	6	22.5
mux2i	2	20.0
nor2	12	45.0
a211oi	3	22.5
o311ai	2	17.5
a21o	19	143
clkbuf	8	30.0
a31oi	3	18.8
nand3	10	50.1
o221ai	2	17.5
o21a	2	15.0
xor2	15	131
nor3	4	20.0
o211ai	3	22.5
xnor2	13	114
nand4	8	50.1
nand2	18	67.6
or2	3	18.8
buf	3	13.8
a311oi	3	43.8
o21ai	15	78.8
o21bai	5	48.8
[worst max path at each step]
stage | startpoint | to | slack, ns | cells past startpoint
after CTS | io_a[0] | io_c[26] | 7.86 | 11
after global routing | io_b[0] | io_c[26] | 7.60 | 11
final | io_a[0] | io_c[26] | 7.89 | 11
[kinds of logic (layout without fill, tap and decap cells)]
logic type,after synthesis,after routing,synth area share
buffers and inverters,17,102,0.0380
AOI/OAI and AO/OA,97,97,0.393
xor gates and xnor gates,28,28,0.141
adders and majority gates,32,32,0.234
and+or+nand+nor,65,65,0.183
muxes,2,2,0.0115
[cells in the final DEF, fill, tap and decap left out, drive strengths merged, types with 4 or more instances in the layout]
cell type / Yosys / routed
nand3: 10 / 10
inv: 6 / 6
o21ai: 15 / 15
xnor2: 13 / 13
clkdlybuf4s50: 0 / 96
nor2: 12 / 12
ha: 31 / 31
o21bai: 5 / 5
nand2: 18 / 18
nand4: 8 / 8
a21o: 19 / 19
a21oi: 29 / 29
xor2: 15 / 15
nor3: 4 / 4
[through the flow]
stage / worst slack (ns) / total power [uW] / area (sq um) / utilization
after floorplan: 9.03 / 51.3 / 1740 / -
after global placement: 7.89 / 108 / 2750 / 0.503
after detailed placement: 7.87 / 107 / 2750 / 0.503
after CTS: 7.86 / 108 / 2750 / 0.503
after global routing: 7.60 / 118 / 2750 / 0.503
final: 7.89 / 106 / 2750 / 0.503
No activity file was given, so power comes from the tool's default toggle rates.
