===== config.mk =====
export PLATFORM = sky130hd
export DESIGN_NAME = Add
export DESIGN_NICKNAME = Add
export VERILOG_FILES = /design/flow/design.v
export SDC_FILE = /design/flow/constraint.sdc
export NUM_CORES = 4
export LEC_CHECK = 1
export CORE_AREA = 10 10 85 85
export DIE_AREA = 0 0 95 95

===== run.sh =====
#!/bin/bash
# OpenROAD 26Q1-2900-gdf79404cd8, Yosys 0.63+post, stock flow scripts
make -C /OpenROAD-flow-scripts/flow DESIGN_CONFIG=/design/flow/config.mk WORK_HOME=/design/flow/orfs finish

===== design.v =====
module Add(
	input [31:0]		in1 ,
	input [31:0]		in2 ,
	output [31:0]		out
	);
	assign out = in1 + in2 ;
endmodule

===== constraint.sdc =====
current_design Add

set clk_period 18.1
set clk_io_pct 0.2

create_clock -name clk0 -period $clk_period

set non_clock_inputs [all_inputs -no_clocks]
set_input_delay [expr $clk_period * $clk_io_pct] -clock clk0 $non_clock_inputs
set_output_delay [expr $clk_period * $clk_io_pct] -clock clk0 [all_outputs]

==> highlights.md <==
* wire length of the first global-routing pass: 9450 µm
* count of instances resized after the clock tree is built: 0
* pin count of the biggest net entering global routing: 11
* mean area per synthesized cell: 7.24 µm²
* main logic family after synthesis: AND-OR/OR-AND gates
* DR iter-0 viols: 42
* cells after synthesis: 241
* post-synthesis instance area: 1740 µm²
* Worst Hold Class: input port to output pin
* top-level port count: 96
* post-route insts no fill: 398
* worst hold stages: 3
* number of placement rows: 27
* Area Growth Syn to Fin: 57.7%
* hold buffer count at CTS: 0
* register area share after synthesis: 0%
* wire length per cell after detailed routing: 14.5 µm
* Post-DRT Antenna Nets: 0
* area fraction in full adders, half adders and majority gates: 23.4%
* via count: 2058
* power density over the cells: 38.6 nW/µm²
* placed cell count: 398
* post-synthesis xor/xnor area fraction: 14.1%
* status: complete, no violations
* library cell with the largest summed area after synthesis: sky130_fd_sc_hd__ha_1
* initial core utilization: 31.9%
* overall track demand over capacity in global routing: 12.4%
* die area: 9030 µm²
* tally of clock buffers in the finished layout: 0
* slew at the pin closest to its max-slew limit: 560 ps
* post-detailed-route via-to-cell ratio: 5.17
* yosys cell count: 241
* critical path peak fanout: 4
* diode insertion count for antenna repair: 0
* most frequently placed logic cell in the final layout: sky130_fd_sc_hd__clkdlybuf4s50_1
* max-cap viol count: 0
* critical path endpoint category: output pin
* number of port buffers: 96
* fraction of layout cells with a size suffix above 1: 3.07%
* post-synthesis compound-gate area fraction: 39.3%
* DR pass1 iterations: 4
* unrepaired setup endpoints after global routing: false
* Mux cell area share: 1.15%
* area fraction in and, or, nand and nor cells: 18.3%
* number of pins exceeding their max-slew limit in the final report: 0
* synth unique cells: 50
* Synth top area share: 22.2%
* Hold Fails Final Rpt: 0
* LEAKAGE: 0.00118 µW
* sequential cells: 0
* worst rel slew slack: 61.7%
* vertical extent of the die: 95 µm
* dpl ws: 7930 ps
* most frequently placed logic cells in the final layout: sky130_fd_sc_hd__clkdlybuf4s50_1 (96), sky130_fd_sc_hd__ha_1 (31), sky130_fd_sc_hd__a21oi_1 (29), sky130_fd_sc_hd__a21o_1 (19), sky130_fd_sc_hd__nand2_1 (18)
* data arrival time of the worst path: 6540 ps
* element type at the critical path start: input port
* min cycle time layout: 10160 ps
* number of synthesis warnings: 0
* residual overflow from global routing: 0
* total power draw: 106 µW
* path type of the worst setup path: input port to output pin
* area occupied by registers: 0 µm²
* number of global-route vias before repair: 1992
* Setup Viol. Count Final: 0
* fmax: 0.0984 GHz
* peak supply drop: 0.0161 mV
* placeable core region: 5470 µm²
* summed negative setup slack over all endpoints: 0 ps
* total cell area reported by yosys after synthesis: 1740 µm²
* initial antenna violation count: 0
* wire length reported by the detailed router: 5760 µm
* cycle use final: 56.1%
* placed wire-length estimate after detailed placement: 5130 µm
* number of remaining DRC errors: 0
* Required @ worst endpoint: 14480 ps
* setup slack of the critical path after layout: 7940 ps
* setup fix buffers added after clock tree synthesis: 0
* x dimension of the die: 95 µm
* tool warnings: 32
* biggest area contributors in the synthesized netlist: sky130_fd_sc_hd__ha_1 (22%), sky130_fd_sc_hd__a21oi_1 (8.3%), sky130_fd_sc_hd__a21o_1 (8.2%)
* RePlAce Congestion: 0.924
## cell usage after synthesis (6+ instances only)
master / instances
sky130_fd_sc_hd__xor2_1: 15
sky130_fd_sc_hd__nand2_1: 18
sky130_fd_sc_hd__o21ai_0: 13
sky130_fd_sc_hd__a21oi_1: 29
sky130_fd_sc_hd__nand3_1: 10
sky130_fd_sc_hd__nand4_1: 8
sky130_fd_sc_hd__clkbuf_1: 8
sky130_fd_sc_hd__ha_1: 31
sky130_fd_sc_hd__inv_1: 6
sky130_fd_sc_hd__nor2_1: 12
sky130_fd_sc_hd__a21o_1: 19
sky130_fd_sc_hd__xnor2_1: 13
## cell type report
type,count,area (µm²)
Fill cell,564,2720
Multi-Input combinational cell,224,1680
Timing Repair Buffer,96,961
Tap cell,72,90.1
Inverter,6,22.5
## worst max-delay path: stages
cell,delay (ps)
sky130_fd_sc_hd__clkdlybuf4s50_1,400
sky130_fd_sc_hd__ha_1,240
sky130_fd_sc_hd__fa_1,400
sky130_fd_sc_hd__a21o_1,220
sky130_fd_sc_hd__a31o_2,280
sky130_fd_sc_hd__nand3_1,90
sky130_fd_sc_hd__o221ai_1,220
sky130_fd_sc_hd__a311oi_1,320
sky130_fd_sc_hd__o21bai_1,100
sky130_fd_sc_hd__xor2_1,130
sky130_fd_sc_hd__clkdlybuf4s50_1,500
## routing by layer
layer	GRT usage, %	vias to the layer above	share of wire (%)
met3	2.72	0	9.2
met4	0	0	0
met2	20.9	63	44
met1	16.8	899	47
li1	-	1096	-
met5	0	-	0
## kinds of logic after synthesis
| family | Yosys count |
|---|---|
| AOI/OAI and AO/OA | 97 |
| and+or+nand+nor | 65 |
| muxes | 2 |
| xor gates and xnor gates | 28 |
| buffers and inverters | 17 |
| adders and majority gates | 32 |
## power breakdown
group	switching, µW	leakage (µW)	internal (µW)	total [µW]
sequential	0	0	0	0
clock	0	0	0	0
combinational	41.9	0.00118	64.2	106
total	41.9	0.00118	64.2	106
## metrics by stage
step	area [µm²]	util (%)	hold slack, ps
CTS	2750	50.3	8280
global route	2750	50.3	8310
floorplan	1740	-	7310
global placement	2750	50.3	8280
finish	2750	50.3	8270
detailed placement	2750	50.3	8290
## final timing paths
path | start | to | slack (ps)
setup / recovery | in1[0] | out[26] | 7940
hold / removal | in2[0] | out[0] | 8270
Power figures rest on the tool's default switching activity, not on a simulated workload.
